**/design/flow/design.v**
```verilog
module encoder_8to3(
    input [7:0] data,
    output reg [2:0] code
);
always @ (data)
begin
    case(data)
    8'h01 : code = 3'b000;
    8'h02 : code = 3'b001;
    8'h04 : code = 3'b010;
    8'h08 : code = 3'b011;
    8'h10 : code = 3'b100;
    8'h20 : code = 3'b101;
    8'h40 : code = 3'b110;
    8'h80 : code = 3'b111;
    default: code = 3'bx;
    endcase
end
endmodule
```
**/design/flow/run.sh**
```bash
#!/bin/bash
# OpenROAD 26Q1-2900-gdf79404cd8, Yosys 0.63+post, stock flow scripts
make -C /OpenROAD-flow-scripts/flow DESIGN_CONFIG=/design/flow/config.mk WORK_HOME=/design/flow/orfs finish
```
**/design/flow/config.mk**
```make
export PLATFORM = sky130hd
export DESIGN_NAME = encoder_8to3
export DESIGN_NICKNAME = encoder_8to3
export VERILOG_FILES = /design/flow/design.v
export SDC_FILE = /design/flow/constraint.sdc
export NUM_CORES = 4
export LEC_CHECK = 1
export CORE_AREA = 10 10 70 70
export DIE_AREA = 0 0 80 80
```
**/design/flow/constraint.sdc**
```tcl
current_design encoder_8to3

set clk_period 1.4
set clk_io_pct 0.2

create_clock -name clk0 -period $clk_period

set non_clock_inputs [all_inputs -no_clocks]
set_input_delay [expr $clk_period * $clk_io_pct] -clock clk0 $non_clock_inputs
set_output_delay [expr $clk_period * $clk_io_pct] -clock clk0 [all_outputs]
```
==> notes.md <==
run metrics: P&R area growth vs syn 244%, wire length on met3 approximately 20 um, status completed, XOR/XNOR Area Share 12.2%, setup violators final 0, clock share of power 0%, antenna diode count 0, Rows 21, area fraction in compound gates 16.5%, switching power 54.3 uW, Peak VDD IR 0.101 mV, Cell Type Count 11, clkbuf count 0, flop count 0, crit start category primary input, Top non-seq family simple AND/OR/NAND/NOR gates, Die Ht 80 um, Logic pwr share 100.0%, cells after synthesis 19, core box area ~3400 um^2, Post-Route Setup TNS 0 ps, power share of the sequential group 0%, DRT met1 WL 503 um, WL met2 315 um, Sequential cell area 0 um^2, crit path time final ~1400 ps, Die W around 80 um, slew margin rel. 85.6%, hold_sp data[3], part of the cycle the worst path needs 99.1%, Via Count 240, Top Metal Used met3, Synth Warn # 1, layout cells sized above 1 97.2%, crit path DAT roughly 1100 ps, drt first-iter violations 5, Log Warnings 34, grt ovf 0, mux share 0%, RSZ-0062 raised after global routing yes, Slew Limit Fails 0, Data required, critical path 1120 ps, Wirelength per Cell 10.2 um, routability cong. 0.803, hold_buf cts 0, Critical Path Fanout Max 5, largest net degree at the start of global routing 7, io pins 11, Switching Share 45.1%, Fillers 397, Mapped Area approximately 140 um^2, actual slew at the worst max-slew pin 214 ps, Max Fclk roughly 0.7 GHz, MaxCap Viol Count 0, Post-Synth Adder-Cell Area 0%, P_int 66.0 uW, Leak roughly 0.17 nW, worst hold path type primary input to output port, ys cells 19, hold path depth 4, Finished Layout Cells 82, DR vias/cell 2.93, register area share after synthesis 0%, DRT Wirelength 839 um, final hold vios 0, Global Route Usage Sum around 2.4%, die area 6400 um^2, DP Wirelength between 500 and 600 um, # port buffers 11, crit end category output port, Util after Layout 14.5%, DR DRC count 0, Yosys chip area roughly 140 um^2, Pwr per Cell Area 243 nW/um^2, post-route ant nets 0, Hold EP code[2], synthesized area per cell 7.57 um^2, Setup Crit Path Kind primary input to output port, first-pass GRT wire length 1.28 mm, Post-Place Cells 80, Initial Util 4.21%, vias in the first global route roughly 260, Synth Area in Simple Gates 67.8%, antenna violations before repair 0, DR pass1 iterations 2
[layer usage]
metal / global-route usage, % / vias to the layer above
li1: - / 114
met1: 4.11 / 117
met2: 3.13 / 9
met3: 0.227 / 0
met4: 0 / 0
met5: 0 / -
[cells in the mapped netlist, drive strengths merged]
master,instances,area (um^2)
nor4,1,6.26
a211oi,2,15.0
or4,1,7.51
o31a,1,8.76
nor2,3,11.3
buf,1,5.00
nor3,1,5.00
xor2,1,8.76
nor4b,7,67.6
xnor2,1,8.76
[worst max-delay path by stage]
| stage | startpoint | end |
|---|---|---|
| after global routing | data[3] | code[1] |
| final | data[3] | code[1] |
| after CTS | data[6] | code[1] |
[stage by stage]
step	hold slack [ps]	power, mW	setup slack (ps)	area [um^2]
after detailed placement	1620	0.0701	-890	344
final	903	0.120	12.7	495
after global routing	925	0.128	-38.9	495
after CTS	900	0.0869	-50.6	404
after floorplan	573	0.0221	218	144
after global placement	1600	0.0673	-853	344
[cell usage in the layout, fill, tap and decap left out, types with 2 or more instances in the layout]
cell type | Yosys | routed
nor2_2 | 0 | 2
a211oi_2 | 0 | 2
nor4b_4 | 0 | 4
buf_12 | 0 | 2
buf_4 | 0 | 4
buf_6 | 0 | 4
buf_2 | 1 | 6
nor4b_2 | 1 | 3
[power groups by stage]
| stage | sequential [mW] | clock (mW) | combinational, mW |
|---|---|---|---|
| 4_1_cts | 0 | 0 | 0.0869 |
| 5_1_grt | 0 | 0 | 0.128 |
| 6_report | 0 | 0 | 0.120 |
[worst max-delay path: stages]
cell,delay (ps)
buf_12,110
nor4b_4,280
a211oi_2,70
nor4b_2,230
buf_2,140
[final cells by class]
cell class                 count  area [um^2]  area share [%]
multi-input combinational     18          273            55.1
timing repair buffer          18          165            33.3
tap                           46         57.6            11.6
[cells by family after synthesis]
kind of cell           after synthesis
AND/OR/NAND/NOR                     13
buffers and inverters                1
XOR/XNOR                             2
AND-OR/OR-AND                        3
[what timing repair did]
item / 4_1_cts / 5_1_grt
resized: 58 / 24
setup endpoints to repair: 3 / 3
pin swaps: 9 / 11
setup buffers: 1 / 1
Power figures rest on the tool's default switching activity, not on a simulated workload.
