`design/flow/run.sh`:
```
#!/bin/bash
# OpenROAD 26Q1-2900-gdf79404cd8, Yosys 0.63+post, stock flow scripts
make -C /OpenROAD-flow-scripts/flow DESIGN_CONFIG=/design/flow/config.mk WORK_HOME=/design/flow/orfs finish
```
`design/flow/config.mk`:
```
export PLATFORM = sky130hd
export DESIGN_NAME = barrel_shifter
export DESIGN_NICKNAME = barrel_shifter
export VERILOG_FILES = /design/flow/design.v
export SDC_FILE = /design/flow/constraint.sdc
export NUM_CORES = 4
export LEC_CHECK = 1
export CORE_AREA = 10 10 70 70
export DIE_AREA = 0 0 80 80
```
`design/flow/constraint.sdc`:
```
current_design barrel_shifter

set clk_period 1.1
set clk_io_pct 0.2

create_clock -name clk0 -period $clk_period [get_ports {clk}]

set non_clock_inputs [all_inputs -no_clocks]
set_input_delay [expr $clk_period * $clk_io_pct] -clock clk0 $non_clock_inputs
set_output_delay [expr $clk_period * $clk_io_pct] -clock clk0 [all_outputs]
```
`design/flow/design.v`:
```
module barrel_shifter(
    output reg [7:0] data_out,
    input [7:0] data_in,
    input load, clk, clr
);
always @ (posedge clr or posedge clk)
begin
    if(clr == 1'b1)
        data_out = 8'b0;
    else if (load == 1'b1)
        data_out <= data_in;
    else 
        data_out <= {data_out[6:0], data_out[7]};
end
endmodule
```
==> out/results.ini <==
[outcome]
status = complete, no violations

[final_timing]
max_freq_mhz = 953
finalSetupViolCount = 0
fin_hold_ws_ns = 0.219
grt_setup_unrepaired = false
finalCriticalPeriod_ns = 1.05
worst_pin_slew_ns = 0.313
slew_headroom_pct = 79.1
clock_skew_ns = 0.00330
period_used_pct = 95.4
hold_viol_final = 0
maxSlewViolCount = 0

[floorplan]
ios = 19
dieArea_um2 = 6400
rows = 21
die-height_um = 80
core-area_um2 = 3420
die_width_um = 80
fp_util_pct = 9.82

[global_routing]
grt.total_usage_pct = 3.01
globalRouteOverflowTotal = 0
grt_pass1_wl_um = 1410
grt_pass1_vias = 256
grt_max_degree = 9
antenna_found_initial = 0

[worst_setup_path]
critPathLaunchType = flip-flop
worst-path-buf-inv = 1
required_ns = 0.88
cp.arrival_ns = 0.83
crit_cells = 1
critical_path_class = flip-flop to output port
worstReg2RegStart = data_out[2]
cp_cell_sequence = clkdlybuf4s15_1
worstReg2RegEnd = data_out[3]
cpPeakStageDelay_ns = 0.39
cp_max_fo = 2
path_delay_family = flip-flops
critPathSlowestCell = dfrtp_1
endpoint_kind = output port
r2r_slack_ns = 0.11
worst_r2r_path_depth = 3

[pwr]
p_sw_share_pct = 20.1
p_int_mw = 0.585
ir_drop_mv = 0.376
leakage_nw = 0.287
p_sw_mw = 0.147
pwr-share-clk_pct = 29.7
p_per_area_nw_per_um2 = 1140
seq_power_share_pct = 46.5
combPwrFrac_pct = 23.8

[synthesis]
synth-seq-cells = 8
syn_area_um2 = 335
ff_type = dfrtp_1
syn_avg_cell_area_um2 = 18.6
yosys.area.top_type = dfrtp_1
top_area_share_pct = 59.7
async_reset_ff_share_pct = 100
synth_cells = 18
yosys_warnings = 1
synthTopCellsByCount = dfrtp_1, mux2_4, buf_6, inv_1
ys_chip_area_um2 = 335
ys_cells = 18
ys_seq_share_pct = 59.7
edf_count = 0
yosysUniqueCellTypes = 4
area_leaders = dfrtp_1, mux2_4, buf_6

[routing]
drt_first_pass_iters = 2
diodes = 0
vias_per_cell = 2.44
post-route-drc-count = 0
vias = 220
first_iter_violations = 10
antenna_left = 0
routedWlPerCell_um = 9.93
routed_wl_um = 894

[clock_tree]
cts_buffer_depth = 2
cts_hold_buf = 0
clockRootBuffer = clkbuf_4
numCtsBuffers = 3
htree_levels = 1
insertion_delay_ns = 0.25
cts_tree = yes
cts.clk_slew.worst_paths_ns = 0.05
cts_sinks = 8

[placed_design]
gp_congestion = 0.745
port_buffers = 18
place_inst = 82

[cells_and_area]
largest_register = data_out
drive_gt1_share_pct = 38.6
syn2layout_area_growth_pct = 91.4
top_regs = data_out (8)
nFillCells = 380
largest_reg_flops = 8
stdcell_count = 90

[run]
warning_count = 25
cap_viol_max_count = 0

[hold_path]
min_path_type = primary input to asynchronous set/reset pin

## layout make-up
cell class	count	area, um^2	area share, %
clock buffers	3	22.5	3.51
multi-input cells	8	120	18.7
inverters	1	3.75	0.585
repair buffers	24	238	37.0
well taps	46	57.6	8.97
flip-flops and latches	8	200	31.2
## logic make-up (layout without fill, tap and decap cells)
kind of cell,after synthesis,after routing,synth area share [%]
buffers and inverters,2,28,4.48
muxes,8,8,35.8
DFF,8,8,59.7
## cells in the final DEF (no fill, tap or decap), drive strengths merged
cell type / synthesis / routed
mux2: 8 / 8
clkdlybuf4s15: 0 / 8
buf: 1 / 6
inv: 1 / 1
dfrtp: 8 / 8
clkbuf: 0 / 3
clkdlybuf4s50: 0 / 10
## timing repair
action,4_1_cts,5_1_grt
pin swaps,0,0
setup endpoints to repair,8,3
setup buffers,4,1
gates resized,13,3
## how the worst max path moves through the flow
stage	slack, ns	start	endpoint
after CTS	0.004	data_out[0]	data_out[0]
after global routing	0.007	data_out[3]	data_out[3]
final	0.05	data_out[3]	data_out[3]
## metal layers
metal  track usage [%]  vias to the layer above  routed length, um
met5                 0                        -                  0
met4             0.352                        0                  0
met3              3.30                        0                186
met2              3.21                       17                265
met1              3.93                       91                441
li1                  -                      112                  -
## metrics by stage
| stage | area [um^2] | power, mW | utilization [%] | setup WS (ns) | setup TNS, ns |
|---|---|---|---|---|---|
| after floorplan | 335 | 0.397 | - | 0.338 | 0 |
| after global placement | 582 | 0.510 | 17.0 | -0.185 | -1.47 |
| after detailed placement | 582 | 0.508 | 17.0 | -0.193 | -1.52 |
| after CTS | 631 | 0.741 | 18.5 | 0.00378 | 0 |
| after global routing | 642 | 0.778 | 18.8 | 0.00672 | 0 |
| final | 642 | 0.733 | 18.8 | 0.0504 | 0 |
## power by group through the flow
stage                 Clock (mW)  Combinational, mW  Sequential [mW]
after global routing       0.246              0.188            0.344
after CTS                  0.231              0.169            0.340
final                      0.218              0.174            0.340
No activity file was given, so power comes from the tool's default toggle rates.
