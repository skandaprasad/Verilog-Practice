==> run.sh <==
#!/bin/bash
# OpenROAD 26Q1-2900-gdf79404cd8, Yosys 0.63+post, stock flow scripts
make -C /OpenROAD-flow-scripts/flow DESIGN_CONFIG=/design/flow/config.mk WORK_HOME=/design/flow/orfs finish
==> config.mk <==
export PLATFORM = sky130hd
export DESIGN_NAME = mux_4to32
export DESIGN_NICKNAME = mux_4to32
export VERILOG_FILES = /design/flow/design.v
export SDC_FILE = /design/flow/constraint.sdc
export NUM_CORES = 4
export LEC_CHECK = 1
export CORE_AREA = 10 10 76 76
export DIE_AREA = 0 0 86 86
==> constraint.sdc <==
current_design mux_4to32

set clk_period 1.0
set clk_io_pct 0.2

create_clock -name clk0 -period $clk_period

set non_clock_inputs [all_inputs -no_clocks]
set_input_delay [expr $clk_period * $clk_io_pct] -clock clk0 $non_clock_inputs
set_output_delay [expr $clk_period * $clk_io_pct] -clock clk0 [all_outputs]
==> design.v <==
module mux_4to32(
    output [31:0] out,
    input [31:0] in1, in2, in3, in4,
    input [1:0] sel,
    input en
);
reg [31:0] mux_buff;
assign out = en ? mux_buff : 32'bz;
always @ (sel, in1, in2, in3, in4)
begin
    case(sel)
    2'b00: mux_buff = in1;
    2'b01: mux_buff = in2;
    2'b10: mux_buff = in3;
    2'b11: mux_buff = in4;
    default: mux_buff = 32'bx;
    endcase
end
endmodule
==> impl_metrics.tcl <==
# collected from the flow reports
set metrics [dict create \
    status "complete, but fails checks" \
    violations "negative setup slack" \
    wl_per_cell_um 23.75 \
    synth.distinct_cells 5 \
    fillers 407 \
    die-area_um2 7396 \
    hold_path_depth 3 \
    criticalPathCategory "in2out" \
    vias_per_cell 4.608 \
    maxCapViolations 0 \
    drive_gt1_share_pct 37.25 \
    syn-cell-area_um2 814.5 \
    most_common_cell "mux4_2" \
    gr-usage-all-layers_pct 15.94 \
    yosysWarnings 2 \
    drc 0 \
    grt_pass1_vias 1379 \
    hold_violations 0 \
    hold_slack_ps 869.4 \
    ff_latch_area_um2 0 \
    start_kind "primary input" \
    clock_buffers 0 \
    tns_ps -9017 \
    yosys_cells 39 \
    synth_top_cell_by_area "mux4_2" \
    fmax_mhz 745.6 \
    tool_warnings 37 \
    syn_to_final_growth_pct 184.5 \
    top_cells_by_area "mux4_2 83%, buf_12 7.4%, mux4_1 6.5%" \
    crit_fanout 7 \
    ir_drop_mv 0.1841 \
    routed-via-count 1175 \
    top_cells_by_count "30 x mux4_2, 3 x buf_12, 3 x buf_2" \
    final_cells 255 \
    cp-end-kind "output port" \
    cp.arrival_ps 1140 \
    synthCells 39 \
    fp_util_pct 19.79 \
    drv_slew 0 \
    min_period_over_period_pct 134.1 \
    hp-class "in2out" \
    grt_pass1_wl_um 8776 \
    rsz0062_at_grt "yes" \
    synth_seq_share_pct 0 \
    power_uw 848.0 \
    dp.cells 248 \
    dp_slack_ps -907.2 \
    wirelength_um 6056 \
    core_area_um2 4115 \
    grt.overflow.total 0 \
    dpl.hpwl_um 5286 \
    grt_max_degree 17 \
    worstHoldStart "in4[29]" \
    final_cell_area_um2 2317 \
    numPortBuffers 162 \
    avgSynthCellArea_um2 20.89 \
    firstDrtPassIters 3 \
    io_pins 163 \
    antenna_found_initial 1 \
    dpl_cell_area_um2 2475 \
    drt_iter0_markers 24 \
    row_count 23 \
    worst_slew_pin_slew_ps 100.9 \
    ys_area_um2 814.5 \
    setup_ws_ps -341.3 \
    p_leak_nw 1.122 \
    crit_required_ps 800 \
    setup_viol 32 \
    die_w_um 86 \
    ant_nets 0 \
    power_density_nw_per_um2 366.0 \
    top_cell_area_share_pct 82.95 \
    gp_congestion 0.8854 \
    whs_endpoint "out[29]" \
    final.min_clock_period_ps 1341 \
    multiInputGateArea_um2 720.7 \
    n_sequential_cell 0 \
    chipHeight_um 86 \
    slew_headroom_pct 93.27 \
    final_util_pct 56.31 \
]
worst max-delay path, stage by stage:
cell,delay [ps]
buf_12,120
buf_16,140
buf_6,90
mux4_2,460
buf_2,120
power breakdown:
part / switching (mW) / internal (mW) / leakage [nW]
registers: 0 / 0 / 0
clock network: 0 / 0.000000134 / 0.00000634
logic: 0.215 / 0.633 / 1.12
layer usage:
metal	global-route usage [%]	wire length, um
met1	17.97	2019
met2	28.40	3269
met3	7.626	767
met4	0	0
met5	0	0
final cells by class:
cell class                 instances  area share, %
antenna                            1         0.1080
multi-input combinational         32          31.10
timing repair buffer             172          66.09
tap                               50          2.700
layout by cell type (no fill, tap or decap):
cell type        instances
buf_12                   5
buf_16                   3
buf_2                   32
buf_4                    1
buf_6                    2
bufbuf_16                1
clkdlybuf4s15_1          4
diode_2                  1
dlygate4sd2_1          124
mux4_2                  32
how the worst max path moves through the flow:
stage	start	end	slack (ps)
after global routing	sel[0]	out[30]	-390
final	sel[0]	out[30]	-340
after CTS	sel[0]	out[30]	-350
cell families (layout without fill, tap and decap cells):
group	Yosys count	after routing	share of synthesized area [%]
multiplexers	32	32	89.40
buffers and inverters	7	172	10.60
other	0	1	0
what timing repair did:
action,in CTS,in global routing
hold buffers,0,0
cloned,4,0
buffers inserted,2,0
gates resized,249,0
setup endpoints to repair,32,32
No activity file was given, so power comes from the tool's default toggle rates.
